==> ./run.sh <==
#!/bin/bash
# OpenROAD 26Q1-2900-gdf79404cd8, Yosys 0.63+post, stock flow scripts
make -C /OpenROAD-flow-scripts/flow DESIGN_CONFIG=/design/flow/config.mk WORK_HOME=/design/flow/orfs finish
==> ./config.mk <==
export PLATFORM = sky130hd
export DESIGN_NAME = decodificador_bcd
export DESIGN_NICKNAME = decodificador_bcd
export VERILOG_FILES = /design/flow/design.v
export SDC_FILE = /design/flow/constraint.sdc
export NUM_CORES = 4
export LEC_CHECK = 1
export CORE_AREA = 10 10 103 103
export DIE_AREA = 0 0 113 113
==> ./constraint.sdc <==
current_design decodificador_bcd

set clk_period 14.7
set clk_io_pct 0.2

create_clock -name clk0 -period $clk_period

set non_clock_inputs [all_inputs -no_clocks]
set_input_delay [expr $clk_period * $clk_io_pct] -clock clk0 $non_clock_inputs
set_output_delay [expr $clk_period * $clk_io_pct] -clock clk0 [all_outputs]
==> ./design.v <==
module dec_disp(
	input [3:0] decoder_in,
	output reg [0:6] decoder_out
);
	always @(*)
		begin
			case(decoder_in)
				0:
					decoder_out = 1;
				1:
					decoder_out = 7'b1001111;
				2:
					decoder_out = 7'b0010010;
				3:
					decoder_out = 7'b0000110;
				4:
					decoder_out = 7'b1001100;
				5:
					decoder_out = 7'b0100100;
				6:
					decoder_out = 7'b0100000;
				7:
					decoder_out = 7'b0001111;
				8:
					decoder_out = 7'b0000000;
				9:
					decoder_out = 7'b0000100;
				10:
					decoder_out = 7'b0001000;
				11:
					decoder_out = 7'b1100000;
				12:
					decoder_out = 7'b0110001;
				13:
					decoder_out = 7'b1000010;
				14:
					decoder_out = 7'b0110000;
				15:
					decoder_out = 7'b0111000;
			endcase
		end
endmodule
module decodificador_bcd(
	input [9:0] input_bin,
	output [0:6] U_disp, D_disp, C_disp, M_disp
);
	wire [3:0] U_wire;
	wire [3:0] D_wire;
	wire [3:0] C_wire;
	wire [3:0] M_wire;
	assign U_wire = input_bin % 10;
	assign D_wire = input_bin % 100 /10;
	assign C_wire = input_bin % 1000 /100;
	assign M_wire = input_bin / 1000;
	dec_disp U_DISPLAY(.decoder_in(U_wire), .decoder_out(U_disp));
	dec_disp D_DISPLAY(.decoder_in(D_wire), .decoder_out(D_disp));
	dec_disp C_DISPLAY(.decoder_in(C_wire), .decoder_out(C_disp));
	dec_disp M_DISPLAY(.decoder_in(M_wire), .decoder_out(M_disp));
endmodule
==> results_slide.txt <==
Implementation Results

Outcome
  • Status: complete, no violations

Floorplan
  • Die H: approximately 110 um
  • Pre-Place Util: 0.4873
  • I/O pin count: 38
  • Die area: between 0.01 and 0.015 mm2
  • Chip width: roughly 110 um
  • Rows: 33
  • Core box area: ~0.0083 mm2

Setup path
  • CP bufs+invs: 5
  • Crit Path Category: input port to primary output
  • WP data arrival: between 10000 and 15000 ps
  • CP Capture Type: primary output
  • Setup crit end: D_disp[3]
  • Max stage delay on crit path: between 700 and 800 ps
  • Crit path DRT: between 10000 and 15000 ps
  • Element type at the critical path start: input port
  • CP Max Fanout: 22
  • Critical Path Start: input_bin[7]
  • Crit path depth: 28
  • Crit path max-delay family: AND-OR/OR-AND gates
  • Critical-path cell with the highest stage delay: mux2i_1
  • CP most frequent cell: a32o_1

Placement
  • Cells after DPL: approximately 710
  • IO Port Bufs: 35
  • Detailed placement HPWL: approximately 8.6 mm
  • Gpl congestion: ~0.95

Detailed routing
  • Router iterations before antenna repair: 5
  • Vias: around 4.5k
  • Drt drc: 0
  • Inserted Diodes: 0
  • DR iter-0 viols: around 390
  • Antenna-violating nets left: 0
  • Drt total wl: between 10 and 15 mm
  • DR WL/cell: 15.89 um
  • DR vias/cell: between 6 and 7

CTS
  • Post-CTS setup buffers: 0
  • Post-cts sizing count: 0
  • Hold_buf cts: 0

Global routing
  • Vias in the first global route: ~4k
  • Initial antenna violation count: 0
  • Largest net degree at the start of global routing: 34
  • Total global-route track usage: 0.1687
  • Global route overflow: 0
  • Global-route wire length before repair: ~19 mm

Timing
  • Final hold violations: 0
  • Setup tns final: 0 ps
  • Final period util: 0.9410
  • Worst slew pin tran: between 800 and 900 ps
  • # setup viols final: 0
  • Rel. slew slack: 0.4247
  • RSZ-0062 raised after global routing: false
  • Period minus WS final: approximately 14000 ps
  • Max-slew violations: 0
  • Max Clk Rate: between 70 and 80 MHz

Yosys
  • Adder Area Share: 0.07209
  • Distinct lib cells: between 100 and 150
  • Share of Yosys cell area claimed by the top area cell type: 0.06188
  • Top logic family: AND-OR/OR-AND gates
  • MUX share of area: 0.06993
  • Syn_area_per_cell: 6.762 um2
  • Synth top area cells: ha_1, a21oi_1, mux2i_1, nand2_1, nor2_1
  • Cell type with the largest total area: ha_1
  • Mapped Cells: roughly 600
  • Yosys chip area: ~0.0040 mm2
  • Simple Share, Synth: 0.3178
  • Post-Synth AOI/OAI Area: 0.3923
  • Synth Area in XOR/XNOR: 0.07024
  • Synth Cell Area: 0.004044 mm2
  • Seq share, synth: 0
  • Cell count in the Yosys report: 598
  • Warnings, synthesis: 1

Finish
  • Fill cells: ~840
  • Logic area: roughly 0.0037 mm2
  • Seq_cells: 0
  • Area Overhead vs Synth: 8.540%
  • Clkbuf count: 0
  • Layout cells sized above 1: 0.09468
  • Fin cells: 707
  • Register Area: 0 um2

Power
  • Pint: ~270 uW
  • Clock power share: 0
  • Pleak: approximately 0.0017 uW
  • Max rail drop VDD: between 80 and 90 uV
  • Register share of total power: 0
  • Psw: about 280 uW
  • Pwr Density: 125.4 mW/mm2
  • Sw Ratio: 0.5118
  • Gate power share: 1.000

Run
  • OpenROAD warning count: about 44
  • Number of max-cap violations: 0

Worst hold path
  • HP Class: input port to primary output
## worst min-delay path: cells and delay by family
kind | cells | cell delay, ps
compound gates | 1 | 60
buf+inv | 2 | 890
simple gates | 1 | 100
## power groups by stage
stage | Sequential [uW] | Clock, uW | Combinational, uW
finish | 0 | 0 | 550
global route | 0 | 0 | 620
CTS | 0 | 0 | 553
## synth_stat cells, types with 5 or more instances
cell	count
nand2_1	52
nor2_1	51
a21oi_1	43
nor3_1	25
o21ai_0	25
clkbuf_1	21
ha_1	20
mux2i_1	20
inv_1	18
nand3_1	18
xnor2_1	18
a31oi_1	13
buf_4	13
a21o_1	11
o22ai_1	11
nand2b_1	10
o211ai_1	10
and2_1	9
o21ai_1	9
o31ai_1	9
or3_1	9
buf_2	8
nand3b_1	7
a311oi_1	6
nor2b_1	6
nor4_1	6
a211oi_1	5
and3_1	5
or2_2	5
xor2_1	5
## layout by cell type, fill, tap and decap left out, types with 6 or more instances in the layout
cell	synthesis	final
nand2_1	52	52
nor2_1	51	51
a21oi_1	43	43
clkdlybuf4s50_1	0	35
nor3_1	25	25
o21ai_0	25	25
mux2i_1	20	20
ha_1	20	20
inv_1	18	18
nand3_1	18	18
xnor2_1	18	18
a31oi_1	13	13
buf_4	13	12
o22ai_1	11	11
a21o_1	11	11
nand2b_1	10	10
o211ai_1	10	10
o21ai_1	9	9
or3_1	9	9
and2_1	9	9
o31ai_1	9	9
nand3b_1	7	7
nor4_1	6	6
nor2b_1	6	6
a311oi_1	6	6
## metal layers
layer,global-route usage,part of all wire,vias up
li1,-,-,2295
met1,0.2567,0.52,2079
met2,0.2673,0.44,97
met3,0.006410,0.033,10
met4,0.01015,0.0060,0
met5,0,0,-
## cell type report
| type | instances | area share |
|---|---|---|
| inverters | 20 | 0.01710 |
| multi-input cells | 535 | 0.8526 |
| repair buffers | 47 | 0.1003 |
| well taps | 105 | 0.02993 |
## cell families after synthesis
kind of cell	Yosys count
xor+xnor	27
compound gates	218
mux	26
buf+inv	64
simple gates	237
other cells	2
fa+ha+maj	24
## how the worst min path moves through the flow
stage / startpoint / to / slack, ps / depth (start not counted)
finish: input_bin[0] / U_disp[1] / 6940 / 4
CTS: input_bin[0] / U_disp[1] / 6950 / 4
global route: input_bin[0] / U_disp[1] / 7030 / 4
## stage by stage
step	total power [uW]	hold WS [ps]	setup WS [ps]	instance area, um2	utilization
2_1_floorplan	387.3	5956	2928	4048	-
3_3_place_gp	547.1	6936	1196	4389	0.5289
3_5_place_dp	547.6	6943	944.1	4389	0.5289
4_1_cts	553.0	6950	927.3	4389	0.5289
5_1_grt	619.9	7034	323.6	4389	0.5289
6_report	550.4	6935	866.9	4389	0.5289
Power and IR drop assume default switching activity.
