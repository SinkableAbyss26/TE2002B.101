<file path="run.sh">
#!/bin/bash
# OpenROAD 26Q1-2900-gdf79404cd8, Yosys 0.63+post, stock flow scripts
make -C /OpenROAD-flow-scripts/flow DESIGN_CONFIG=/design/flow/config.mk WORK_HOME=/design/flow/orfs finish
</file>
<file path="config.mk">
export PLATFORM = sky130hd
export DESIGN_NAME = password
export DESIGN_NICKNAME = password
export VERILOG_FILES = /design/flow/design.v
export SDC_FILE = /design/flow/constraint.sdc
export NUM_CORES = 4
export LEC_CHECK = 1
export CORE_UTILIZATION = 50
</file>
<file path="constraint.sdc">
current_design password

set clk_period 2.9
set clk_io_pct 0.2

create_clock -name clk0 -period $clk_period [get_ports {clk}]

set non_clock_inputs [all_inputs -no_clocks]
set_input_delay [expr $clk_period * $clk_io_pct] -clock clk0 $non_clock_inputs
set_output_delay [expr $clk_period * $clk_io_pct] -clock clk0 [all_outputs]
</file>
<file path="design.v">
module password(
	 input clk, rst,
	 input [9:0] sw_input,
	 output reg [6:0] HEX0, HEX1, HEX2, HEX3, HEX4
);
    localparam count_max =  5;
    wire [9:0] input_db;
    reg [27:0] counter;
    reg count_done;
    localparam IDLE = 3'b000;
    localparam CHECK1 = 3'b001;
    localparam CHECK2 = 3'b010;
    localparam CHECK3 = 3'b011;
    localparam ERROR = 3'b100;
    localparam DONE = 3'b101;
    reg [2:0] active_state, next_state;
    genvar i;
    generate
        for(i=0; i<10; i=i+1) begin: one_shot_input
            debouncer_oneshot U1(        
                .pb_1(sw_input[i]),
                .clk(clk),    
                .pb_out(input_db[i])  
            );  
        end  
    endgenerate
    always @(posedge clk or negedge rst)
    begin
        if(~rst)
        begin
            active_state <= IDLE;
            count_done <= 0;
            counter <= 0;
        end
        else
        begin
            active_state <= next_state;
            if(active_state == ERROR || active_state == DONE)
            begin
                if(counter < count_max)
                begin
                    counter <= counter + 1;
                    count_done <= 0;
                end
                else
                begin
                    counter <= 0;
                    count_done <= 1;
                end
            end
        end
    end
    always @(*)
    begin
        case(active_state)
            IDLE:
                if(input_db == 10'b0100000000)
                    next_state = CHECK1;
                else if(input_db == 0)
                    next_state = IDLE;
                else
                    next_state = ERROR;
            CHECK1:
                if(input_db == 10'b0000100000)
                    next_state = CHECK2;
                else if(input_db == 0)
                    next_state = CHECK1;
                else
                    next_state = ERROR;
            CHECK2:
                if(input_db == 10'b0000000100)
                    next_state = CHECK3;
                else if(input_db == 0)
                    next_state = CHECK2;
                else
                    next_state = ERROR;
            CHECK3:
                if(input_db == 10'b0000000010)
                    next_state = DONE;
                else if(input_db == 0)
                    next_state = CHECK3;
                else
                    next_state = ERROR;
            ERROR:
                if(count_done == 1)
                    next_state = IDLE;
                else
                    next_state = ERROR;
            DONE:
                if(count_done == 1)
                    next_state = IDLE;
                else
                    next_state = DONE;
            default:
                next_state = IDLE;
        endcase
    end
    always @(*)
    begin
        case (active_state)
            ERROR:
            begin
                HEX4 = 7'b0000_110;
                HEX3 = 7'b0101_111;
                HEX2 = 7'b0101_111;
                HEX1 = 7'b0100_011;
                HEX0 = 7'b0101_111;
            end
            DONE:
            begin
                HEX4 = 7'b1111_111;
                HEX3 = 7'b0100_001;
                HEX2 = 7'b1000_000;
                HEX1 = 7'b1001_000;
                HEX0 = 7'b0000_110;
            end
            default:
            begin
                HEX4 = 7'b1000_000;
                HEX3 = 7'b1000_000;
                HEX2 = 7'b1000_000;
                HEX1 = 7'b1000_000;
                HEX0 = 7'b1000_000;
            end
        endcase
    end
endmodule
module debouncer_oneshot(
	input pb_1,
	input clk,
	output pb_out
);
	wire Q0, Q1, Q2, Q2_bar;
	d_ff d0(clk, pb_1, Q0);
	d_ff d1(clk, Q0, Q1);
	d_ff d2(clk, Q1, Q2);
	assign Q2_bar = ~Q2;
	assign pb_out = Q1 & Q2_bar;
endmodule
module d_ff(
	input slow_clk,
	input D,
	output reg Q
);
	always @(posedge slow_clk)
		begin
			Q <= D;
		end	
endmodule
</file>
==> GITHUB_STEP_SUMMARY <==
### Flow metrics

| Metric | Value |
|---|---|
| Outcome | complete, no violations |
| Number of global-route vias before repair | 1611 |
| VDD IR max | 0.0005150 V |
| Cell Area, Synth | 2594 um2 |
| Layout area overhead | 18.67% |
| Placed inst area | 2848 um2 |
| H-tree depth | 3 |
| Via density | 4.957 |
| Num ports | 47 |
| Gp weighted congestion | 0.7965 |
| Final Skew | 0.01318 ns |
| TNS Setup | 0 ns |
| # hold bufs at CTS | 0 |
| Post-synthesis cell count | 253 |
| Ratio of cells with drive above 1 in the final layout | 7.829% |
| WL per Instance | 12.35 um |
| Met2 Use GR | 26.87% |
| Final Hold Fails | 0 |
| Met3 Use GR | 5.220% |
| Yosys stat area | 2594 um2 |
| CTS root buf | clkbuf_8 |
| XOR/XNOR Area Share | 1.013% |
| Share of the yosys chip area belonging to registers | 56.97% |
| WL final | 4.298 mm |
| Fin util | 63.48% |
| Tool warnings | 27 |
| Area fraction in mux cells | 0% |
| WS Path Type | register to primary output |
| GRT Util Overall | 18.17% |
| DR vias | 1725 |
| Dominant combinational family | simple AND/OR/NAND/NOR gates |
| Grt ovf | 0 |
| Post-CTS Setup Bufs | 0 |
| Post-route ant nets | 0 |
| Initial antenna violation count | 0 |
| # diodes | 0 |
| Distinct lib cells used | 38 |
| Die X | 74.03 um |
| Critical Path RT | 2.32 ns |
| Ys cells | 253 |
| Post-CTS sizing | 0 |
| Crit start category | register |
| Fmax | 0.4164 GHz |
| Pwr dens | 589.5 nW/um2 |
| Initial DRC Count | 83 |
| Aoi share | 9.310% |
| Final setup violation count | 0 |
| DRC Markers | 0 |
| Max FO, Critical Path | 13 |
| Port buffer count | 41 |
| Area leader, netlist | dfrtp_1 |
| CP arrival | 1.82 ns |
| Synth Area in Simple Gates | 19.30% |
| Total CTS buffers | 9 |
| Worst Hold Class | register to register |
| CP Capture Type | primary output |
| Pins over their slew limit | 0 |
| Clk latency of the worst-skew pair | 0.34 ns |
| Area share, top type | 32.80% |
| FILL cells | 407 |
| Fin crit share | 82.82% |
| Sink Count | 65 |
| Drt first pass iters | 4 |
| Met1 Usage GRT | 28.41% |
| Flop2flop setup slack | 1.07 ns |
| Final instance area | 3078 um2 |
| First-pass GRT wire length | 7.320 mm |
| FP Util | 53.50% |
| RSZ-0062 raised after global routing | false |
| Synth flops | 65 |
| Most frequent logic cell in the layout | clkdlybuf4s50_1 |
| Tot Pwr | 0.001815 W |
| Die height | 74.03 um |
| Max clock buf depth | 2 |
| Fa+ha+maj area frac | 0.9648% |
| TritonCTS clock tree | built |
| Most common logic cells in the final layout | 41 x clkdlybuf4s50_1, 34 x dfrtp_1, 32 x nor2_1 |
| Top cells, area | dfrtp_1 33%, dfxtp_1 23%, buf_4 8.4% |
| HPWL Detailed | 2.841 mm |
| Synth warn | 2 |
| Minimum clock period | 2.402 ns |
| Largest net degree at the start of global routing | 36 |
| Max Cap Violations | 0 |
| Core ar. | 4848 um2 |
| DIE AREA | 5480 um2 |
| Placement Rows | 25 |
| Leakage | 1.392 nW |
| Worst-path clk slew | 0.08 ns |
| Average size of a mapped cell | 10.25 um2 |
| Gr busiest metal | met1 |
==> layer usage <==
layer | share of wire [%] | wire, um
met5 | 0 | 0
met4 | 1.3 | 57
met3 | 5.7 | 247
met2 | 44 | 1886
met1 | 49 | 2106
==> final cells by class <==
type / instances / area [um2] / area share, %
sequential: 65 / 1478 / 48.01
multi-input combinational: 144 / 812.0 / 26.38
timing repair buffer: 43 / 425.4 / 13.82
clock buffer: 12 / 176.4 / 5.732
tap: 67 / 83.83 / 2.724
clock inverter: 4 / 53.80 / 1.748
inverter: 13 / 48.80 / 1.585
==> path summary, 6_finish.rpt <==
path,end,cells after the start,from
worst max register to register,counter[6]$_DFFE_PN0N_,5,counter[20]$_DFFE_PN0N_
worst max-delay path,HEX3[6],4,active_state[4]$_DFF_PN0_
min in group asynchronous,counter[12]$_DFFE_PN0N_,2,rst
worst min-delay path,one_shot_input[5].U1.d1.Q$_DFF_P_,0,one_shot_input[5].U1.d0.Q$_DFF_P_
worst min register to register,one_shot_input[5].U1.d1.Q$_DFF_P_,0,one_shot_input[5].U1.d0.Q$_DFF_P_
max in group asynchronous,active_state[0]$_DFF_PN1_,2,rst
==> kinds of logic (layout without fill, tap and decap cells) <==
family / Yosys count / count (layout)
buf+inv: 48 / 72
compound gates: 38 / 38
simple gates: 96 / 96
flops: 65 / 65
fa+ha+maj: 2 / 2
other cells: 1 / 5
xor+xnor: 3 / 3
==> sequential cells by signal (all words and copies together), names as in the netlist <==
name and count:
one_shot_input.U1.d0.Q 10, counter 28, one_shot_input.U1.d2.Q 10, active_state 6, count_done 1, one_shot_input.U1.d1.Q 10
==> critical path, cell delays in order, from the launching register on <==
cell and delay, ns:
dfrtp_1 0.45, inv_1 0.13, nand2_1 0.24, inv_1 0.20, clkdlybuf4s50_1 0.48
==> per-stage QoR <==
step | cells | setup slack, ns | hold WS [ns]
after floorplan | 257 | 1.181 | 0.2844
after global placement | 332 | 0.8880 | 0.3096
after detailed placement | 332 | 0.8183 | 0.3121
after CTS | 348 | 0.4442 | 0.3263
after global routing | 348 | 0.3121 | 0.3266
final | 348 | 0.4983 | 0.3219
==> power breakdown <==
part / leakage (nW) / switching, W / total (W) / internal, W
Clock: 0.119 / 0.000338 / 0.000839 / 0.000501
Sequential: 0.739 / 0.00000611 / 0.000928 / 0.000922
Combinational: 0.534 / 0.0000248 / 0.0000468 / 0.0000220
==> Yosys cell counts <==
master	count
a21oi_1	13
a31oi_1	7
a41oi_1	2
and2_1	2
and2_4	1
and3_1	5
and4_1	3
buf_4	29
buf_6	1
buf_8	2
clkbuf_1	3
conb_1	1
dfrtp_1	34
dfstp_2	1
dfxtp_1	30
ha_1	2
inv_1	13
nand2_1	10
nand2b_1	8
nand3_1	6
nand4_1	7
nor2_1	32
nor2b_1	8
nor3_1	4
nor4_1	6
nor4b_1	1
o2111a_1	2
o21a_1	1
o21ai_0	5
o221ai_1	1
o22a_1	1
o22ai_1	5
o41a_1	1
or2_2	1
or3_1	1
or3_4	1
xnor2_1	2
xor2_1	1
No activity file was given, so power comes from the tool's default toggle rates.
